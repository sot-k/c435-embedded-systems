===== flow/config.mk =====
export PLATFORM = sky130hd
export DESIGN_NAME = GrayCounter_System
export DESIGN_NICKNAME = GrayCounter_System
export VERILOG_FILES = /design/flow/design.v
export SDC_FILE = /design/flow/constraint.sdc
export NUM_CORES = 4
export LEC_CHECK = 1
export CORE_UTILIZATION = 30

===== flow/constraint.sdc =====
current_design GrayCounter_System

set clk_period 4.6
set clk_io_pct 0.2

create_clock -name clk0 -period $clk_period [get_ports {clk}]

set non_clock_inputs [all_inputs -no_clocks]
set_input_delay [expr $clk_period * $clk_io_pct] -clock clk0 $non_clock_inputs
set_output_delay [expr $clk_period * $clk_io_pct] -clock clk0 [all_outputs]

===== flow/design.v =====
`timescale 1ns / 1ps
module GrayCounter_Pulse(input clk, input rst, input level, output reg pulse);
   reg [1:0] state;
   reg [1:0] nextstate;
   parameter S0 = 2'b00;
   parameter S1 = 2'b01;
   parameter S2 = 2'b10;
  always @(state, level)
      begin
			case(state)
				S0:
						begin
                            if (!level)begin
                                pulse = 0;
                                nextstate = S0;
                            end
                            else begin
                                pulse = 0;
                                nextstate = S1;
                            end
						end
				S1:
						begin
							pulse = 1;
							nextstate = S2;
						end
				S2:
						begin
							pulse = 0;
							nextstate = S0;
						end
				default:
				        begin
				            pulse = 0;
				            nextstate = S0;
				        end
			endcase
      end
	always @(posedge clk, posedge rst)
			begin
				if(rst == 1'b1)
					state <= 2'b0;
				else
					state <= nextstate;
            end
endmodule
module gray_Nbits (clk, clk_en, rst, gray_out);
 parameter N = 4;
 parameter SIZE =(N+1);
 parameter Zeros = {SIZE{1'b0}};
 integer i,j,k;
 input clk, clk_en, rst;
 output wire[N - 1:0] gray_out;
 reg [N:0] state;
 reg [N:0] toggle;
 reg h_or;
 always @(posedge clk or posedge rst)
   begin
        if (rst == 1'b1)begin
           state[0] = 1'b1;
           for ( i = 1; i<SIZE; i=i+1)begin
               state[i] <= 1'b0;
           end
       end
       else begin
           if(clk_en)begin
               state[0] <= !state[0];
               for(j = 1; j<SIZE; j = j + 1) begin
                   if(toggle[j]==1)begin
                       state[j] <= ~state[j];
                   end
               end
           end
       end
   end
   always @(state) 
       begin
           if(rst) begin
               for(i = 0; i<SIZE; i = i + 1) begin
                   toggle[i] = 0;
                   h_or = 0;
               end
           end
           else begin
               toggle[0] =  1'b1;
               toggle[1] = state[0];
               for (i=2; i<N; i=i+1)begin
                   h_or = state[0];
                   for (k = 1; k<i-1; k=k+1)begin
                       h_or = h_or | state[k];
                   end
                   toggle[i] = state[i-1]&(~h_or);
               end
               toggle[N] = ~(|state[N-2:0]);
           end
       end
   assign gray_out=state[N:1];
endmodule
`timescale 1ns / 1ps
module GrayCounter_System(clk, rst, button_in, leds);
  parameter N = 4;
  parameter distance = 100000000; 
  input clk, rst, button_in;
  output [N-1:0] leds;
  wire pulse;
  wire clean_button;
    debounce button_debouncer(.reset(rst), .clk(clk), .noisy(button_in), .clean(clean_button));
    GrayCounter_Pulse my_pulse_gen(.clk(clk), .rst(rst), .level(clean_button), .pulse(pulse));
    gray_Nbits nbits_counter(.clk(clk), .clk_en(pulse), .rst(rst), .gray_out(leds));
endmodule
module debounce #(parameter DELAY=1000000)    
	             (input reset, clk, noisy, output wire clean);
   parameter count_max = 20'b11111111111111111111;
   reg [19:0] count;
   reg new;
   always @ (posedge clk or posedge reset)
     if(reset == 1)
       begin
            count = 20'd0;
            new = 0;
	   end
	 else 
	   begin
            if (!noisy)begin
                count = 20'd0;
                new = 0;
            end
            else begin
                if (count == count_max)begin
                    new = 0;
                end
                else begin
                    if (count == DELAY)begin
                        new = 1;
                        count = count_max;
                    end
                    else count = count + 20'd1;
                end
            end
	   end
       assign clean = new;
endmodule

===== flow/run.sh =====
#!/bin/bash
# OpenROAD 26Q1-2900-gdf79404cd8, Yosys 0.63+post, stock flow scripts
make -C /OpenROAD-flow-scripts/flow DESIGN_CONFIG=/design/flow/config.mk WORK_HOME=/design/flow/orfs finish

==> Slide: Implementation Results <==
Physical Implementation Snapshot

Flow run
  – OpenROAD warning count: 26
  – Max-cap viol count: 0

Synthesis
  – Synthesized area: 1580 um2
  – Seq/Total Area, Yosys: 0.461
  – FFs w/ async S/R, synth: 1.00
  – Post-synth EDFFs: 0
  – Synth unique cells: 37
  – Post-synth mux share: 0
  – Synth Flop Type: dfrtp_1
  – Synth Register Bits: 29
  – # Cells Yosys: 150
  – Xor+xnor area frac: 0.105
  – Synth Instances: 150
  – Ao+oa area frac: 0.128
  – Total number of yosys warnings: 3
  – YS chip area: 1580 um2
  – Largest family of logic cells by area: simple AND/OR/NAND/NOR gates
  – Syn avg cell area: 10.5 um2
  – Yosys adder share: 0.0158
  – Synth Area in Simple Gates: 0.220

Placement
  – Final Wtd Congestion: 0.828
  – Dpl hpwl: 1.93 mm
  – Port Buf Inserts: 6
  – DP Cell Count: 219

Floorplanning
  – Core ar.: 5070 um2
  – Initial Util: 0.311
  – Row count: 26
  – Die ar.: 5560 um2
  – Io pins: 7
  – Die Span Y: 74.6 um
  – Die X: 74.6 um

Global route
  – First-pass GRT wire length: 4.94 mm
  – Initial antenna violation count: 0
  – Tot GR Track Use: 0.118
  – Vias in the first global route: 1043
  – Grt ovf: 0
  – Pin count of the biggest net entering global routing: 31

CTS
  – Max Buffers Root-to-Sink: 2
  – CTS clk-pin slew, worst paths: 70 ps
  – Latency at later pin: 280 ps
  – Total number of H-tree levels: 2
  – CTS Buf Count: 5
  – CTS root buf: clkbuf_8
  – Hold buffer count at CTS: 0
  – # clock sinks: 29
  – Setup bufs post-CTS: 0
  – CTS tree: built
  – # resized after CTS: 0

Final layout
  – Area delta synth->final: 13.5%
  – Share of layout cells above drive strength 1: 0.172
  – Gate Area: 742 um2
  – Seq. cell area: 728 um2
  – Non-filler cells, final: 227
  – Fillers: 519

Timing
  – Fmax: 375 MHz
  – Setup tns final: 0 ps
  – Period utilization: 0.579
  – Period minus WS final: 2670 ps
  – RSZ-0062 raised after global routing: false
  – Worst slew pin tran: 697 ps
  – Post-Route Skew: 7.30 ps
  – Hold Vio Cnt, Final: 0
  – Endpoints failing setup: 0
  – Worst hold slack: 435 ps
  – Slew Viols, Final: 0
  – Max-Slew Margin vs Limit: 0.533

Routing
  – Number of DRC markers in iteration 0: 56
  – TritonRoute pass-1 iters: 4
  – Final WL: 2.81 mm
  – Via count: 1094
  – Remaining antenna violation count: 0
  – Routed len/inst: 12.4 um
  – Drt via density: 4.82
  – DRC: 0
  – Antenna diodes: 0

Power and ir drop
  – Leakage power: 0.000671 uW
  – PD cells: 332 nW/um2
  – Max IR drop VDD: 0.000204 V

Worst setup path
  – Setup CP Type: input pin to flop
  – Worst path arrival time: 2880 ps
  – CP max FO: 19
  – Worst endpoint required time: 4810 ps
  – CP Capture Type: flop
  – Startpoint Class: input pin

Min path
  – Hold crit path type: flop to flop

Outcome
  – Status: finished, final reports clean
-- sequential cells by signal, summed over array words and instances (netlist names) --
signal,count
button_debouncer.count,20
button_debouncer.new,1
my_pulse_gen.state,3
nbits_counter.state,5
-- placed cells by master, fill, tap and decap left out, types with 2 or more instances in the layout --
master | netlist | routed
a21oi_1 | 7 | 7
a21oi_2 | 9 | 9
a31oi_1 | 2 | 2
and3_1 | 2 | 2
bufinv_16 | 0 | 2
clkbuf_8 | 0 | 5
clkdlybuf4s50_1 | 0 | 6
dfrtp_1 | 27 | 27
dfstp_2 | 2 | 2
ha_1 | 2 | 2
inv_1 | 8 | 8
nand2_1 | 7 | 7
nand3_1 | 10 | 10
nand4_1 | 6 | 6
nor2_1 | 7 | 7
nor3_1 | 7 | 7
nor3b_1 | 2 | 2
nor4_1 | 6 | 6
o31ai_1 | 2 | 2
or4_4 | 2 | 2
or4b_1 | 2 | 2
xnor2_1 | 14 | 14
xor2_1 | 5 | 5
-- layout make-up --
| type | count | area share |
|---|---|---|
| multi-input combinational | 104 | 0.414 |
| sequential | 29 | 0.406 |
| tap | 70 | 0.0488 |
| clock buffer | 5 | 0.0384 |
| timing repair buffer | 7 | 0.0377 |
| clock inverter | 3 | 0.0363 |
| inverter | 9 | 0.0188 |
-- path summary, 6_finish.rpt --
path / cells past startpoint / end / slack (ps) / startpoint
hold reg to reg: 1 / my_pulse_gen.state[0] / 440 / my_pulse_gen.state[1]
setup reg to reg: 5 / button_debouncer.count[11] / 2420 / button_debouncer.count[0]
max in group asynchronous: 3 / my_pulse_gen.state[0] / 3240 / rst
min in group asynchronous: 3 / nbits_counter.state[2] / 1050 / rst
hold / removal: 1 / my_pulse_gen.state[0] / 440 / my_pulse_gen.state[1]
setup / recovery: 4 / button_debouncer.count[17] / 1930 / button_in
-- stage by stage --
stage | area, um2 | util | total power [uW] | setup WS [ps]
after detailed placement | 1660 | 0.327 | 286 | 1670
after CTS | 1790 | 0.353 | 601 | 1960
after global routing | 1790 | 0.353 | 617 | 1830
after floorplan | 1580 | - | 280 | 2570
after global placement | 1660 | 0.327 | 286 | 1690
final | 1790 | 0.353 | 594 | 1930
-- routing by layer --
layer / GRT usage / wire (um) / vias up
li1: - / - / 544
met1: 0.189 / 1450 / 523
met2: 0.168 / 1210 / 22
met3: 0.0261 / 116 / 5
met4: 0.0231 / 40 / 0
met5: 0 / 0 / -
-- critical path, cell delays in order --
cell and delay (ps):
clkdlybuf4s50_1 560, clkinv_1 600, or4b_1 710, nand3_1 90
-- synth_stat cells, types with 2 or more instances --
library cell | number | share of area
nor2_1 | 7 | 0.017
buf_4 | 4 | 0.019
xor2_1 | 5 | 0.028
o31ai_1 | 2 | 0.0095
nor3_1 | 7 | 0.022
nor4_1 | 6 | 0.024
buf_6 | 2 | 0.014
dfstp_2 | 2 | 0.033
or4_4 | 2 | 0.014
ha_1 | 2 | 0.016
nand3_1 | 10 | 0.032
inv_1 | 8 | 0.019
and3_1 | 2 | 0.0079
a21oi_2 | 9 | 0.050
a31oi_1 | 2 | 0.0079
nand4_1 | 6 | 0.024
nor3b_1 | 2 | 0.0095
or4b_1 | 2 | 0.013
nand2_1 | 7 | 0.017
a21oi_1 | 7 | 0.022
xnor2_1 | 14 | 0.078
dfrtp_1 | 27 | 0.43
-- where the power goes --
group | total, uW | switching [uW] | internal [uW]
sequential | 261 | 3.57 | 257
clock | 313 | 97.7 | 215
combinational | 20.8 | 13.9 | 6.89
-- cells by family after synthesis --
family | Yosys count
compound gates | 25
simple gates | 58
xor+xnor | 19
buf+inv | 17
flops | 29
fa+ha+maj | 2
Power is estimated from default activity; no workload was simulated.
